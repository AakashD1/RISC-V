## design/flow/config.mk

```make
export PLATFORM = sky130hd
export DESIGN_NAME = Multiplexer_0
export DESIGN_NICKNAME = Multiplexer_0
export VERILOG_FILES = /design/flow/design.v
export SDC_FILE = /design/flow/constraint.sdc
export NUM_CORES = 4
export LEC_CHECK = 1
export CORE_AREA = 10 10 71 71
export DIE_AREA = 0 0 81 81
```

## design/flow/constraint.sdc

```tcl
current_design Multiplexer_0

set clk_period 1.0
set clk_io_pct 0.2

create_clock -name clk0 -period $clk_period

set non_clock_inputs [all_inputs -no_clocks]
set_input_delay [expr $clk_period * $clk_io_pct] -clock clk0 $non_clock_inputs
set_output_delay [expr $clk_period * $clk_io_pct] -clock clk0 [all_outputs]
```

## design/flow/design.v

```verilog
module Multiplexer_0 #(parameter BIT_WIDTH = 32)(
    input [BIT_WIDTH - 1:0] I0, I1,
    input sel,
    output [BIT_WIDTH - 1:0] Y
    );
    assign Y = sel ? I1 : I0;
endmodule
```

## design/flow/run.sh

```bash
#!/bin/bash
# OpenROAD 26Q1-2900-gdf79404cd8, Yosys 0.63+post, stock flow scripts
make -C /OpenROAD-flow-scripts/flow DESIGN_CONFIG=/design/flow/config.mk WORK_HOME=/design/flow/orfs finish
```

==> flow_summary.yaml <==
# generated from flow reports
status:
  status: "finished, violations left"
  violations: "negative setup slack"
critical_path:
  max_stage_delay_ns: 0.29
  cp_common_cell: "buf_12"
  critical-path-slowest-cell: "mux2_4"
  path_class: "in -> out"
  crit_family: "buffers and inverters"
  crit_arrival_ns: 0.98
  path_buffers: 4
  path_max_fanout: 6
  path_cells: "buf_12, buf_12, buf_12, mux2_4, buf_6"
  critPathLaunchType: "input port"
  endpoint_kind: "output pin"
  worst_ep_required_time_ns: 0.80
placed_design:
  placed_cell_area_um2: 1540
  io_buffer_count: 97
  place_congestion: 0.832
  place_ws_ns: -0.512
  place_hpwl_um: 2500
timing:
  setup_violations: 32
  fin_ws_ns: -0.179
  post-route-min-period_ns: 1.18
  slew_violations: 0
  rsz0062_at_grt: "yes"
  slew_headroom_pct: 94.2
  worst_pin_slew_ns: 0.0870
  fin_crit_sh_pct: 118
  clock.fmax_mhz: 848
  finalSetupTns_ns: -3.30
  hold_viol_final: 0
run:
  openroad.warnings: 34
  drv_cap: 0
die:
  die_y_um: 81
  chip_area_um2: 6560
  die_w_um: 81
  io_pins: 97
  fp-utilization_pct: 15.0
  core_region_area_um2: 3630
  rows: 22
power:
  power_mw: 0.624
  p_leak_nw: 0.872
  power_density_nw_per_um2: 392
  peakVddDrop_uv: 169
detailed_routing:
  highest-signal-layer: "met3"
  diodes: 0
  wl_met2_um: 1450
  routed_wl_um: 2880
  wl_met3_um: 350
  dr.pass1.iters: 2
  routedWlPerCell_um: 15.4
  drc_errors: 0
  wl_met1_um: 1080
  drtIter0Drc: 2
  via_per_inst: 3.82
  ant_nets: 0
  vias: 715
layout:
  design.seq.count: 0
  drive_above_1_share_pct: 54.0
  final_area_um2: 1590
  syn_to_final_growth_pct: 192
  seqCellArea_um2: 0
  utilization_pct: 43.8
  final_cell_mix: "51 x dlygate4sd2_1, 31 x mux2_4, 23 x buf_6"
  num-fill-cells: 357
  clkbuf_count: 0
  lay_top_count: "dlygate4sd2_1"
logic_synthesis:
  ys_seq_share_pct: 0
  netlist_area_um2: 544
  avgSynthCellArea_um2: 15.1
  yosys-stat-area_um2: 544
  ys_warn_count: 0
  ys_cells: 36
  synth.distinct_cells: 4
  synthCells: 36
hold_path:
  min_from: "I1[29]"
  min_to: "Y[29]"
  min_path_cells: 3
  hold_path.class: "in -> out"
global_routing:
  grt_antenna_before_repair: 0
  grtUsageTotal_pct: 7.79
  grt_max_degree: 11
  grt_pass1_wl_um: 4140
  grt_pass1_vias: 764
  grt-ovfl-total: 0
clocking:
  holdBufCountCts: 0
==> cell usage after synthesis (all sizes together) <==
cell  instances  area [µm²]
buf           4        71.3
mux2         32         473
==> final cells by class <==
class / instances / area [µm²] / area share (%)
Multi-Input combinational cell: 32 / 477 / 30.0
Timing Repair Buffer: 107 / 1050 / 66.2
Tap cell: 48 / 60.1 / 3.78
==> repair_timing <==
item / CTS / global route
buffers inserted: 5 / 1
hold endpoints to repair: 0 / 0
gates cloned: 2 / 0
setup endpoints to repair: 32 / 32
resized: 171 / 10
==> per-stage QoR <==
stage | instances | hold WS, ns
2_1_floorplan | 36 | 0.498
3_3_place_gp | 179 | 1.17
3_5_place_dp | 179 | 1.19
4_1_cts | 186 | 0.751
5_1_grt | 187 | 0.717
6_report | 187 | 0.691
==> power breakdown <==
part           internal, mW  switching [mW]  leakage, nW
Combinational         0.487           0.137        0.872
Clock                     0               0            0
Sequential                0               0            0
Total                 0.487           0.137        0.872
==> logic make-up (layout without fill, tap and decap cells) <==
family	after synthesis	count (layout)	share of synthesized area, %
muxes	32	32	86.9
buffers and inverters	4	107	13.1
==> routing by layer <==
layer	vias up	global-route usage (%)
li1	345	-
met1	320	9.03
met3	0	2.78
met4	0	0
met5	-	0
met2	50	14.3
==> how the worst max path moves through the flow <==
stage | from | depth (start not counted) | to
final | sel | 5 | Y[4]
after global routing | I1[31] | 3 | Y[31]
after CTS | sel | 5 | Y[4]
No activity file was given, so power comes from the tool's default toggle rates.
