==> /design/flow/design.v <==
module Adder #(parameter BIT_WIDTH = 32)(
    input [BIT_WIDTH - 1:0] A, B,
    output [BIT_WIDTH - 1:0] Sum
    );
    assign Sum = A + B;
endmodule
==> /design/flow/run.sh <==
#!/bin/bash
# OpenROAD 26Q1-2900-gdf79404cd8, Yosys 0.63+post, stock flow scripts
make -C /OpenROAD-flow-scripts/flow DESIGN_CONFIG=/design/flow/config.mk WORK_HOME=/design/flow/orfs finish
==> /design/flow/config.mk <==
export PLATFORM = sky130hd
export DESIGN_NAME = Adder
export DESIGN_NICKNAME = Adder
export VERILOG_FILES = /design/flow/design.v
export SDC_FILE = /design/flow/constraint.sdc
export NUM_CORES = 4
export LEC_CHECK = 1
export CORE_AREA = 10 10 94 94
export DIE_AREA = 0 0 104 104
==> /design/flow/constraint.sdc <==
current_design Adder

set clk_period 14.5
set clk_io_pct 0.2

create_clock -name clk0 -period $clk_period

set non_clock_inputs [all_inputs -no_clocks]
set_input_delay [expr $clk_period * $clk_io_pct] -clock clk0 $non_clock_inputs
set_output_delay [expr $clk_period * $clk_io_pct] -clock clk0 [all_outputs]
==> flow_metrics.env <==
# source this file to load flow results
export IMPL_drv_slew=0
export IMPL_min_period_over_period=0.605
export IMPL_p_comb_frac=1.000
export IMPL_grt_pass1_vias=2037
export IMPL_seq_area_um2=0
export IMPL_hold_class="in -> out"
export IMPL_routed_wirelength_um=5830
export IMPL_postCtsSetupBuffers=0
export IMPL_track_usage=0.103
export IMPL_tns_ps=0
export IMPL_seq_power_share=0
export IMPL_most_common_cell="ha_1"
export IMPL_vias_per_cell=5.03
export IMPL_ys_chip_area_um2=1740
export IMPL_max_freq_mhz=114
export IMPL_seq_cells=0
export IMPL_ys_types=50
export IMPL_synthCells=241
export IMPL_maxCapViolations=0
export IMPL_drtPass1Iterations=4
export IMPL_area_growth_pct=59.5
export IMPL_worst_setup_path_end_kind="primary output"
export IMPL_whs_ps=6830
export IMPL_tool_warnings=32
export IMPL_die_h_um=104
export IMPL_ys_seq_frac=0
export IMPL_final_cells=422
export IMPL_critPathRequiredTime_ps=11600
export IMPL_slowest_stage="clkdlybuf4s50_1"
export IMPL_power_leakage_nw=1.18
export IMPL_rsz0062_at_grt="no"
export IMPL_grt_overflow_total=0
export IMPL_area_leaders="ha_1 (22%), a21oi_1 (8.3%), a21o_1 (8.2%)"
export IMPL_num_rows=30
export IMPL_internal_power_mw=0.0803
export IMPL_setup_viol=0
export IMPL_cts_resized_gates=0
export IMPL_clkbuf_count=0
export IMPL_ir_drop_uv=23.5
export IMPL_critPathMostFrequentCell="clkdlybuf4s50_1"
export IMPL_syn_cell_area_um2=1740
export IMPL_yosys_stat_cells=241
export IMPL_dp_cells=422
export IMPL_wl_per_cell_um=13.8
export IMPL_io_pins=96
export IMPL_clockPowerShare=0
export IMPL_fp_dieW_um=104
export IMPL_io_buffers=96
export IMPL_synth_cells_most_frequent="ha_1 (31), a21oi_1 (29), a21o_1 (19)"
export IMPL_syn_avg_cell_area_um2=7.24
export IMPL_grt_max_degree=11
export IMPL_status="finished, final reports clean"
export IMPL_antenna_cells=0
export IMPL_path_max_fanout=4
export IMPL_cts_hold_buf=0
export IMPL_antenna_left=0
export IMPL_initCoreUtil=0.255
export IMPL_hpwl_um=5170
export IMPL_die_area_um2=10800
export IMPL_post_route_drc_count=0
export IMPL_startpoint_type="primary input"
export IMPL_min_period_ps=8770
export IMPL_grt_pass1_wl_um=9760
export IMPL_slowest_delay_ps=500
export IMPL_hold_viol_final=0
export IMPL_drt_iter0_markers=77
export IMPL_gp_congestion=0.819
export IMPL_p_switching_mw=0.0528
export IMPL_num_vias=2123
export IMPL_antenna_found_initial=0
export IMPL_path_cells="clkdlybuf4s50_1 -> ha_1 -> fa_1 -> a21o_1 -> a31o_2 -> nand3_1 -> o221ai_1 -> a311oi_1 -> o21bai_1 -> xor2_1 -> clkdlybuf4s50_1"
export IMPL_switching_share=0.397
export IMPL_cp_arrival_ps=5870
export IMPL_timing_max_slew_rel_slack=0.643
export IMPL_worst_pin_slew_ps=523
export IMPL_power_density_nw_per_um2=47.9
export IMPL_drive_gt1_frac=0.0307
export IMPL_ys_warnings_count=0
export IMPL_largest_area_cell="ha_1"
export IMPL_core_area_um2=6830
export IMPL_yosys_area_top_type_share=0.222
export IMPL_worstSetupPathType="in -> out"
[routing by layer]
layer | global-route usage | routed length, um
met1 | 0.145 | 2830
met3 | 0.0219 | 376
met5 | 0 | 0
met2 | 0.167 | 2620
met4 | 0 | 0
[through the flow]
stage                     total power, mW  setup slack (ps)  instance area, um2  utilization
after floorplan                    0.0641              6870                1740            -
after global placement              0.135              5780                2780        0.407
after detailed placement            0.134              5740                2780        0.407
after CTS                           0.135              5730                2780        0.407
after global routing                0.148              5570                2780        0.407
final                               0.133              5730                2780        0.407
[placed cells by master (no fill, tap or decap), types with 8 or more instances in the layout]
cell type	netlist	final
a21oi_1	29	29
o21ai_0	13	13
a21o_1	19	19
ha_1	31	31
nand3_1	10	10
nor2_1	12	12
nand4_1	8	8
nand2_1	18	18
xor2_1	15	15
xnor2_1	13	13
clkdlybuf4s50_1	0	96
[power groups by stage]
stage / sequential [mW] / combinational [mW] / clock [mW]
CTS: 0 / 0.135 / 0
global route: 0 / 0.148 / 0
finish: 0 / 0.133 / 0
[area by class of cell]
cell class | count | area (um2)
Fill cell | 700 | 4050
Multi-Input combinational cell | 224 | 1680
Inverter | 6 | 22.5
Tap cell | 96 | 120
Timing Repair Buffer | 96 | 961
[final timing paths]
check / start / endpoint / slack (ps) / cells after the start
setup / recovery: A[0] / Sum[26] / 5730 / 11
hold / removal: B[0] / Sum[0] / 6830 / 3
[kinds of logic (layout without fill, tap and decap cells)]
kind of cell / after synthesis / after routing / synth area share
fa+ha+maj: 32 / 32 / 0.234
simple gates: 65 / 65 / 0.183
xor+xnor: 28 / 28 / 0.141
buf+inv: 17 / 102 / 0.0380
mux: 2 / 2 / 0.0115
compound gates: 97 / 97 / 0.393
[worst max-delay path: cells and delay by family]
family                     cells  cell delay [ps]
xor gates and xnor gates       1              130
and+or+nand+nor                1               90
AOI/OAI and AO/OA              5             1200
adders and majority gates      2              640
buffers and inverters          2              900
Power figures rest on the tool's default switching activity, not on a simulated workload.
